### config.mk
export PLATFORM = sky130hd
export DESIGN_NAME = record
export DESIGN_NICKNAME = record
export VERILOG_FILES = /design/flow/design.v
export SDC_FILE = /design/flow/constraint.sdc
export NUM_CORES = 4
export LEC_CHECK = 1
export CORE_AREA = 10 10 106 106
export DIE_AREA = 0 0 116 116
### constraint.sdc
current_design record

set clk_period 1.9
set clk_io_pct 0.2

create_clock -name clk0 -period $clk_period [get_ports {clk_count}]

set non_clock_inputs [all_inputs -no_clocks]
set_input_delay [expr $clk_period * $clk_io_pct] -clock clk0 $non_clock_inputs
set_output_delay [expr $clk_period * $clk_io_pct] -clock clk0 [all_outputs]
### design.v
module record(
	input clk_count,rst_n,true,false,
	input en_s0,en_s1,en_s2,en_s3,
	output reg zd_r,
	output reg [1:0] EDA_ps0,EDA_ps1,EDA_ps2,EDA_ps3,
	output reg [3:0] EDA_fs0,EDA_fs1,EDA_fs2,EDA_fs3
);
reg [3:0] EDA_f0,EDA_f1,EDA_f2,EDA_f3;
always @ (posedge clk_count) begin
	if (!rst_n) begin
		EDA_f0=4'b0000;EDA_f1=4'b0000;EDA_f2=4'b0000;EDA_f3=4'b0000;zd_r<=0;
		EDA_ps0=2'b00;EDA_ps1=2'b01;EDA_ps2=2'b10;EDA_ps3=2'b11;
		end
	else begin
		if ((en_s0 == 1)&(en_s1 == 0)&(en_s2 == 0)&(en_s3 == 0)&(true == 1)&(false == 0)) begin EDA_f0=EDA_f0+6'b000001;zd_r<=1; end			 
		else if ((en_s0 == 0)&(en_s1 == 1)&(en_s2 == 0)&(en_s3 == 0)&(true == 1)&(false == 0)) begin EDA_f1=EDA_f1+6'b000001;zd_r<=1; end	 
		else if ((en_s0 == 0)&(en_s1 == 0)&(en_s2 == 1)&(en_s3 == 0)&(true == 1)&(false == 0)) begin EDA_f2=EDA_f2+6'b000001;zd_r<=1; end	 
		else if ((en_s0 == 0)&(en_s1 == 0)&(en_s2 == 0)&(en_s3 == 1)&(true == 1)&(false == 0)) begin EDA_f3=EDA_f3+6'b000001;zd_r<=1; end	 
		else if ((en_s0 == 1)&(en_s1 == 0)&(en_s2 == 0)&(en_s3 == 0)&(true == 0)&(false == 1)) begin EDA_f0=EDA_f0+6'b000000;zd_r<=1; end	 
		else if ((en_s0 == 0)&(en_s1 == 1)&(en_s2 == 0)&(en_s3 == 0)&(true == 0)&(false == 1)) begin EDA_f1=EDA_f1+6'b000000;zd_r<=1; end	 
		else if ((en_s0 == 0)&(en_s1 == 0)&(en_s2 == 1)&(en_s3 == 0)&(true == 0)&(false == 1)) begin EDA_f2=EDA_f2+6'b000000;zd_r<=1; end	 
		else if ((en_s0 == 0)&(en_s1 == 0)&(en_s2 == 0)&(en_s3 == 1)&(true == 0)&(false == 1)) begin EDA_f3=EDA_f3+6'b000000;zd_r<=1; end	 
		else begin EDA_f0=EDA_f0+6'b000000;EDA_f1=EDA_f1+6'b000000;EDA_f2=EDA_f2+6'b000000;EDA_f3=EDA_f3+6'b000000;zd_r<=0; end					 
		EDA_fs0=EDA_f0; EDA_fs1=EDA_f1; EDA_fs2=EDA_f2; EDA_fs3=EDA_f3;
	end
end
endmodule
### run.sh
#!/bin/bash
# OpenROAD 26Q1-2900-gdf79404cd8, Yosys 0.63+post, stock flow scripts
make -C /OpenROAD-flow-scripts/flow DESIGN_CONFIG=/design/flow/config.mk WORK_HOME=/design/flow/orfs finish
==> flow.log <==
[flow] summary of implementation run
INFO  metric outcome = finished, final reports clean
INFO  metric stdcell_count = 299
INFO  metric first_pass_iters = 4
INFO  metric die_w = 116 µm
INFO  metric cts_post_setup_buffers_inserted = 0
INFO  metric grt_overflow_total = 0
INFO  metric dpl_cell_area = 0.00201 mm²
INFO  metric syn-mean-instance-area = 10.7 µm²
INFO  metric drc = 0
INFO  metric postRouteWirelength = 3.35 mm
INFO  metric ir_drop = 0.257 mV
INFO  metric top_level_ports = 33
INFO  metric finalHoldViolCount = 0
INFO  metric num_antenna_cells = 0
INFO  metric design.die.area = 0.0135 mm²
INFO  metric clkLatencyLatePin = 280 ps
INFO  metric synth-cells-yosys = 145
INFO  metric stage_log_warnings = 26
INFO  metric finalSetupViolCount = 0
INFO  metric clock_path_buffers = 2
INFO  metric seq_power_share = 52.4%
INFO  metric comb_power_share = 8.2%
INFO  metric fp_util = 17.5%
INFO  metric critPathCaptureType = flop
INFO  metric fin_setup_tns = 0 ps
INFO  metric edf_count = 16
INFO  metric postSynthSeqShare = 52.9%
INFO  metric finalCritPeriodShare = 97.3%
INFO  metric power-per-cell-area = 683 mW/mm²
INFO  metric fmax = 0.541 GHz
INFO  metric sw_frac_of_total = 20.9%
INFO  metric crit_path_start_kind = input port
INFO  metric tritoncts = done
INFO  metric design_power_total = 0.00146 W
INFO  metric ys_area = 0.00155 mm²
INFO  metric static_leakage_power = 0.878 nW
INFO  metric dr.first_iter.drc_count = 60
INFO  metric routedWlPerCell = 11.2 µm
INFO  metric max_capacitance_violation_count = 0
INFO  metric first_global_vias = 1149
INFO  metric clk_pin_slew_worst_paths = 70 ps
INFO  metric p_clk_share = 39.4%
INFO  metric power.switching = 0.000304 W
INFO  metric fp.dieH = 116 µm
INFO  metric grt_max_degree = 17
INFO  metric htree_num_levels = 2
INFO  metric finalWorstPathRequiredPeriod = 1850 ps
INFO  metric detailed_place_hpwl = 2.60 mm
INFO  metric final_cell_area = 0.00213 mm²
INFO  metric layout-area-overhead-vs-synth = 37.4%
INFO  metric timing.clock.skew = 4.47 ps
INFO  metric synth_top_area_share = 31.0%
INFO  metric crit_required = 2050 ps
INFO  metric top_cell = dfxtp_1
INFO  metric wire_length_of_the_first_global_routing_pass = 5.53 mm
INFO  metric gp_congestion = 0.747
INFO  metric cell_internal_pwr = 0.00115 W
INFO  metric synth_cells = 145
INFO  metric grt.total_usage = 5.06%
INFO  metric finalHoldWorstSlack = 483 ps
INFO  metric cp_max_fo = 8
INFO  metric largest_area_cell = edfxtp_1
INFO  metric synth-main-ff-cell = dfxtp_1
INFO  metric routed_via_density = 3.86
INFO  metric clock_sink_count = 33
INFO  metric worst_hold_path_type = flop to flop
INFO  metric crit_type = input port to flop
INFO  metric common_cells = 17 x dfxtp_1, 16 x edfxtp_1, 16 x nand2_1
INFO  metric design.core.area = 0.00885 mm²
INFO  metric crit_arrival = 2000 ps
INFO  metric tritoncts.num_buffers = 5
INFO  metric io_buf_count = 24
INFO  metric ant_nets = 0
INFO  metric netlist_top_cells_area = edfxtp_1 31%, dfxtp_1 22%, mux2i_1 5.2%
INFO  metric std_cell_rows = 34
INFO  metric grt_antenna_before_repair = 0
INFO  metric netlist_area = 0.00155 mm²
INFO  metric netlist-cell-type-count = 34
INFO  metric postSynth.asyncResetShare = 0%
INFO  metric dp_cells = 291
INFO  metric rsz0062_at_grt = true
INFO  metric timing_max_transition_violations_final = 0
INFO  metric root_buffer = clkbuf_8
INFO  metric layout-drive-gt1-share = 17.3%
INFO  metric synth-seq-cells = 33
INFO  metric vias = 1155
INFO  metric synth-warning-count = 1
==> final timing paths <==
path	slack (ps)	end	cells past startpoint	start
worst max register to register	830	EDA_fs3[2]	3	EDA_f3[0]
worst max-delay path	50	EDA_fs2[0]	4	en_s1
worst min register to register	480	EDA_f3[3]	2	EDA_f3[3]
worst min-delay path	480	EDA_f3[3]	2	EDA_f3[3]
==> metal layers <==
metal,track usage [%],wire length [µm],up-vias
met5,0,0,-
met4,1.17,85,0
met3,1.73,261,5
met2,8.49,1590,22
met1,6.15,1410,537
li1,-,-,591
==> sequential cells by signal, indices dropped and copies added (netlist names) <==
register,count
EDA_f2,4
EDA_fs2,4
EDA_f0,4
EDA_fs0,4
EDA_f3,4
EDA_f1,4
EDA_fs3,4
EDA_fs1,4
zd_r,1
==> logic make-up (layout without fill, tap and decap cells) <==
kind of cell / after synthesis / after routing / share of synthesized area [%]
AND-OR/OR-AND: 19 / 19 / 6.54
XOR/XNOR: 9 / 9 / 5.09
adder cells (fa/ha/maj): 4 / 4 / 3.23
buffers and inverters: 12 / 52 / 4.92
flip-flops: 33 / 33 / 52.9
multiplexers: 8 / 8 / 5.17
other: 2 / 8 / 0.484
AND/OR/NAND/NOR: 58 / 58 / 21.6
==> cells in the final DEF, fill, tap and decap left out <==
| master | count |
|---|---|
| nor4b_1 | 1 |
| xnor2_1 | 6 |
| nor3_2 | 2 |
| and3_1 | 1 |
| dfxtp_1 | 17 |
| nand2b_1 | 10 |
| clkinv_2 | 1 |
| a211oi_1 | 1 |
| nand4bb_1 | 1 |
| mux2i_1 | 8 |
| nor2b_1 | 2 |
| clkdlybuf4s50_1 | 24 |
| buf_4 | 18 |
| inv_1 | 1 |
| o21ai_1 | 2 |
| clkbuf_8 | 7 |
| edfxtp_1 | 16 |
| or3_1 | 4 |
| or3b_2 | 2 |
| nand4_1 | 2 |
| nor4bb_1 | 1 |
| conb_1 | 8 |
| ha_1 | 4 |
| or2_2 | 1 |
| xor2_1 | 3 |
| o21ai_0 | 7 |
| o311ai_0 | 1 |
| or2_0 | 1 |
| nand2_1 | 16 |
| a21oi_1 | 8 |
| nand3_1 | 10 |
| nor2_1 | 1 |
| clkinv_1 | 1 |
| or4b_4 | 1 |
| nor3b_1 | 1 |
| nor3_4 | 1 |
==> per-stage QoR <==
step                      setup slack [ps]  utilization, %
final                                 51.4            24.1
after global routing                 -1.64            24.1
after CTS                             40.9            24.0
after detailed placement              -347            22.8
after global placement                -327            22.8
after floorplan                        277               -
==> critical path, stage by stage <==
cell,delay (ps)
clkdlybuf4s50_1,480
or4b_4,640
or3_1,400
nand2_1,90
==> area by class of cell <==
cell class / instances / area, µm²
Clock buffer: 7 / 96.3
Clock inverter: 1 / 5.00
Fill cell: 945 / 6720
Inverter: 2 / 7.51
Multi-Input combinational cell: 106 / 691
Sequential cell: 33 / 821
Tap cell: 108 / 135
Timing Repair Buffer: 42 / 375
==> power by group through the flow <==
stage	registers [W]	logic [W]	clock network, W
CTS	0.000764	0.000122	0.000590
global route	0.000765	0.000134	0.000630
finish	0.000764	0.000120	0.000573
==> what timing repair did <==
| item | in CTS | in global routing |
|---|---|---|
| resized | 2 | 3 |
| hold buffers | 0 | 0 |
| cloned | 0 | 0 |
| setup endpoints to repair | 8 | 2 |
Power is estimated from default activity; no workload was simulated.

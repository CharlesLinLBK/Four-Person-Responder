==> flow/design.v <==
module counter(
	input clk_count, rst_n,zd,zd_r,
	output reg[7:0] q,
	output reg count
);
always@(posedge clk_count or negedge rst_n)
	if(~rst_n) begin q='h0f; count='h0; end
else
	if (!zd & !zd_r) begin
			if(q == 0) q='h0f; 
			else q=q - 'h01;
			if(q == 'h0) count=1; 
			else count=0;
		end
	else begin count = 1;q = 'h0f; end 
endmodule
==> flow/run.sh <==
#!/bin/bash
# OpenROAD 26Q1-2900-gdf79404cd8, Yosys 0.63+post, stock flow scripts
make -C /OpenROAD-flow-scripts/flow DESIGN_CONFIG=/design/flow/config.mk WORK_HOME=/design/flow/orfs finish
==> flow/config.mk <==
export PLATFORM = sky130hd
export DESIGN_NAME = counter
export DESIGN_NICKNAME = counter
export VERILOG_FILES = /design/flow/design.v
export SDC_FILE = /design/flow/constraint.sdc
export NUM_CORES = 4
export LEC_CHECK = 1
export CORE_AREA = 10 10 70 70
export DIE_AREA = 0 0 80 80
==> flow/constraint.sdc <==
current_design counter

set clk_period 2.9
set clk_io_pct 0.2

create_clock -name clk0 -period $clk_period [get_ports {clk_count}]

set non_clock_inputs [all_inputs -no_clocks]
set_input_delay [expr $clk_period * $clk_io_pct] -clock clk0 $non_clock_inputs
set_output_delay [expr $clk_period * $clk_io_pct] -clock clk0 [all_outputs]
==> flow_metrics.py <==
# Auto-generated metrics
metrics = {
    "detailed_routing": {
        "wl_per_cell_um": 10.4,
        "drtAntennaViolNets": 0,
        "drc": 0,
        "diodes": 0,
        "drt_iter0_drc": 9,
        "via_per_inst": 3.82,
        "dr.pass1.iters": 4,
        "num_vias": 432,
        "finalWirelength_mm": 1.17,
    },
    "grt": {
        "grt_pass1_vias": 459,
        "grt_usage_pct": 3.91,
        "grt_pass1_wl_mm": 2.10,
        "grt_max_degree": 10,
        "grt_overflow": 0,
        "antenna_found_initial": 0,
    },
    "place": {
        "gp_congestion": 0.809,
        "numPortBuffers": 12,
        "dp_hpwl_mm": 1.01,
    },
    "layout": {
        "post-route-util_pct": 22.0,
        "area_delta_synth_final_pct": 37.2,
        "drive_gt1_share_pct": 22.4,
    },
    "logic_synthesis": {
        "synth_top_flop_cell": "dfrtp_1",
        "yosys_cells": 51,
        "ys_warn_count": 1,
        "async_flop_share_pct": 100,
        "synth-seq-cells": 9,
        "synth-edff-count": 0,
        "synthCells": 51,
        "synth.avg_cell_area_sq_um": 10.7,
        "syn_area_sq_um": 548,
        "ys_area_sq_um": 548,
        "ys_seq_share_pct": 42.0,
        "synth_cell_type_count": 28,
    },
    "clocking": {
        "h-tree-depth": 1,
        "ctsResizeCount": 0,
        "numCtsBuffers": 3,
        "clkTransAtPathRegs_ns": 0.05,
        "root_buffer": "clkbuf_4",
        "cts.sinks": 9,
        "clk_latency_ns": 0.24,
        "post_cts_buffers": 0,
        "cts_tree": "yes",
        "postCtsHoldBufs": 0,
        "cts.path.max_buffers": 2,
    },
    "setup_path": {
        "cp-start-kind": "register",
        "crit_type": "register to register",
        "timing.rr.start": "q[0]$_DFF_PN1_",
        "crit_slowest_cell": "dfstp_2",
        "critPathArrivalTime_ns": 2.19,
        "endpoint_kind": "register",
        "path_cells": "inv_1 -> ha_1 -> or4b_1 -> o32ai_1 -> o211ai_1 -> a211oi_2",
        "r2r_setup_slack_ns": 0.86,
        "critPathMaxFanout": 9,
        "crit_required_ns": 3.05,
        "max_stage_delay_ns": 0.60,
        "timing.rr.end": "count$_DFF_PN0_",
        "r2r_cells": 6,
    },
    "floorplan": {
        "core_sq_um": 3420,
        "num_io_pins": 13,
        "rows": 21,
        "fp.dieW_um": 80,
        "fp_util_pct": 16.0,
        "die-area_sq_um": 6400,
        "die_h_um": 80,
    },
    "timing": {
        "hold_viol_final": 0,
        "finalClockSkew_ns": 0.00130,
        "slew_headroom_pct": 74.9,
        "layout_min_cycle_time_ns": 2.04,
        "timing.fmax_ghz": 0.490,
        "setup_viol": 0,
        "finalSetupTns_ns": 0,
        "tightest_slew_ns": 0.376,
        "period_used_pct": 70.3,
        "rsz0062_at_grt": "false",
        "drv_slew": 0,
    },
    "pwr": {
        "ir_drop_v": 0.000168,
        "cellLeakagePower_uw": 0.000267,
        "powerDensity_nw_per_um2": 317,
    },
    "min_path": {
        "holdPathStages": 1,
        "hp-start": "q[0]$_DFF_PN1_",
        "hold_class": "register to register",
        "whs_endpoint": "q[0]$_DFF_PN1_",
    },
    "run": {
        "drv_cap": 0,
        "openroad.warnings": 27,
    },
    "outcome": {
        "status": "finished clean",
    },
}
[Yosys cell counts, types with 2 or more instances]
master / instances / share of area (%)
inv_1: 3 / 2.1
nor2_1: 4 / 2.7
dfstp_2: 4 / 19
or3_1: 2 / 2.3
nand2_1: 5 / 3.4
dfrtp_1: 5 / 23
nor3_1: 2 / 1.8
ha_1: 3 / 6.9
or4b_1: 2 / 3.7
xnor2_1: 3 / 4.8
[power breakdown]
part	switching, uW	internal [uW]
logic	8.73	11.0
registers	2.86	129
clock network	34.6	52.4
total	46.2	192
[layer usage]
layer	wire (um)	GRT usage [%]	vias up	part of all wire (%)
met1	487	4.53	203	42
li1	-	-	221	-
met2	623	7.14	8	53
met4	0	0.704	0	0
met5	0	0	-	0
met3	58	0.909	0	5.0
[cells in the final DEF, fill, tap and decap left out, types with 2 or more instances in the layout]
master            n
clkdlybuf4s50_1  12
nand2_1           5
dfrtp_1           5
nor2_1            4
dfstp_2           4
inv_1             3
xnor2_1           3
ha_1              3
clkbuf_4          3
or3_1             2
nor3_1            2
or4b_1            2
[flip-flops by register name, summed over array words and instances, names as in the netlist]
signal / count
count: 1
q: 8
[worst max path at each step]
stage	cells after the start	end	from
after CTS	6	count$_DFF_PN0_	q[0]$_DFF_PN1_
after global routing	6	count$_DFF_PN0_	q[0]$_DFF_PN1_
final	6	count$_DFF_PN0_	q[0]$_DFF_PN1_
[layout make-up]
type	count	area, sq um
fillers	383	2660
multi-input cells	39	307
flip-flops and latches	9	230
repair buffers	12	120
well taps	46	57.6
clock buffers	4	26.3
inverters	3	11.3
[kinds of logic (layout without fill, tap and decap cells)]
kind of cell	after synthesis	count (layout)	share of synthesized area (%)
AND-OR/OR-AND	11	11	18.5
XOR/XNOR	4	4	6.39
adder cells (fa/ha/maj)	3	3	6.85
buffers and inverters	3	19	2.05
flip-flops	9	9	42.0
AND/OR/NAND/NOR	21	21	24.2
[worst max-delay path, delay by kind of cell (launching register included)]
kind | cells | cell delay, ns
AOI/OAI and AO/OA | 3 | 0.53
and+or+nand+nor | 1 | 0.48
DFF | 1 | 0.60
adders and majority gates | 1 | 0.26
buffers and inverters | 1 | 0.08
[through the flow]
step	hold WS (ns)	area (sq um)	power, uW	std cells	worst slack (ns)
floorplan	0.284	548	140	51	1.04
finish	0.498	752	239	113	0.860
global placement	0.497	726	154	109	0.855
CTS	0.499	752	244	113	0.866
global route	0.526	752	258	113	0.763
detailed placement	0.487	726	154	109	0.896
No activity file was given, so power comes from the tool's default toggle rates.

==> design/flow/design.v <==
module main(
	input clk_count,rst_n,count,
	input p0,p1,p2,p3,zd_r,
	output reg zd,
	output reg s0,s1,s2,s3,
	output reg en_s0,en_s1,en_s2,en_s3	
);
always @ (posedge clk_count) begin
	if (!rst_n) begin s0=0;s1=0;s2=0;s3=0;zd=0; end
	else begin
		if ((p0==1)&(count == 0)) begin zd=1; s0=1; end
		else if ((p1==1)&(count == 0)) begin zd=1; s1=1; end
		else if ((p2==1)&(count == 0)) begin zd=1; s2=1; end
		else if ((p3==1)&(count == 0)) begin zd=1; s3=1; end
		else begin s0=0;s1=0;s2=0;s3=0;zd=0; end
		if ((s0 == 1)&(s1 == 0)&(s2 == 0)&(s2 == 0)) begin en_s0<=1; end
		else if ((s0 == 0)&(s1 == 1)&(s2 == 0)&(s3 == 0)) begin en_s1<=1; end
		else if ((s0 == 0)&(s1 == 0)&(s2 == 1)&(s3 == 0)) begin en_s2<=1; end
		else if ((s0 == 0)&(s1 == 0)&(s2 == 0)&(s3 == 1)) begin en_s3<=1; end
		else begin zd=0; end
		if ((en_s0 == 1)&(en_s1 == 0)&(en_s2 == 0)&(en_s3 == 0)&(zd_r == 1)) begin en_s0<=0; end
		else if ((en_s0 == 0)&(en_s1 == 1)&(en_s2 == 0)&(en_s3 == 0)&(zd_r == 1)) begin en_s1<=0; end
		else if ((en_s0 == 0)&(en_s1 == 0)&(en_s2 == 1)&(en_s3 == 0)&(zd_r == 1)) begin en_s2<=0; end
		else if ((en_s0 == 0)&(en_s1 == 0)&(en_s2 == 0)&(en_s3 == 1)&(zd_r == 1)) begin en_s3<=0; end
	end
end
endmodule
==> design/flow/run.sh <==
#!/bin/bash
# OpenROAD 26Q1-2900-gdf79404cd8, Yosys 0.63+post, stock flow scripts
make -C /OpenROAD-flow-scripts/flow DESIGN_CONFIG=/design/flow/config.mk WORK_HOME=/design/flow/orfs finish
==> design/flow/config.mk <==
export PLATFORM = sky130hd
export DESIGN_NAME = main
export DESIGN_NICKNAME = main
export VERILOG_FILES = /design/flow/design.v
export SDC_FILE = /design/flow/constraint.sdc
export NUM_CORES = 4
export LEC_CHECK = 1
export CORE_AREA = 10 10 70 70
export DIE_AREA = 0 0 80 80
==> design/flow/constraint.sdc <==
current_design main

set clk_period 3.2
set clk_io_pct 0.2

create_clock -name clk0 -period $clk_period [get_ports {clk_count}]

set non_clock_inputs [all_inputs -no_clocks]
set_input_delay [expr $clk_period * $clk_io_pct] -clock clk0 $non_clock_inputs
set_output_delay [expr $clk_period * $clk_io_pct] -clock clk0 [all_outputs]
==> impl_metrics.json <==
{
  "clk_path_buf_depth": 2,
  "wl_um": 1380,
  "vdd_drop_max_uv": 190,
  "rows": 21,
  "core_area_mm2": 0.00342,
  "hold_ws_ns": 0.517,
  "min_path_type": "reg2reg",
  "yosysTopAreaCell": "edfxtp_1",
  "finalCoreUtilization": 0.232,
  "fp-utilization": 0.162,
  "gp_congestion": 0.868,
  "openroad.warnings": 25,
  "tightest_slew_ns": 0.438,
  "start_kind": "input pin",
  "io_buffers": 16,
  "cts_sinks": 9,
  "overflow": 0,
  "drive_above_1_share": 0.139,
  "chipArea_mm2": 0.00640,
  "viasPerCell": 4.15,
  "cap_viol_max_count": 0,
  "hold_buffers": 0,
  "ys_seq_frac": 0.398,
  "timing.final.hold_violations": 0,
  "htreeDepth": 1,
  "syn-mean-instance-area_um2": 9.22,
  "critical_path.max_fanout": 9,
  "relSlewSlack": 0.707,
  "power_density_mw_per_mm2": 347,
  "logic_area_um2": 317,
  "report.final.slew_viol_count": 0,
  "cts_tree": "built",
  "drt-wirelength-per-cell_um": 11.0,
  "worstSkewPairLatency_ns": 0.26,
  "outcome": "finished, final reports clean",
  "synth_cell_types": 31,
  "synth_area_um2": 553,
  "cp.required_ns": 3.16,
  "worst_ep_arrival_time_ns": 2.21,
  "synth_warnings": 1,
  "area_growth_pct": 43.2,
  "cts_root_buf": "clkbuf_4",
  "grtUsageTotal": 0.0433,
  "io_pins": 17,
  "clock.fmax_mhz": 444,
  "die_y_um": 80,
  "clock_skew_ns": 0.000516,
  "drt_drc_violations_left": 0,
  "die_x_um": 80,
  "grt_pass1_wl_um": 2260,
  "first_pass_iters": 4,
  "power.total_uw": 275,
  "antenna_left": 0,
  "fin_crit_ns": 2.25,
  "antenna_found_initial": 0,
  "area_leaders": "edfxtp_1 22%, dfxtp_1 18%, o31ai_1 5.4%",
  "leakagePower_uw": 0.000251,
  "layout_worst_path_cycle_share": 0.703,
  "cp-end-kind": "flop",
  "cts_made_buffers": 3,
  "grt_start_max_net_pins": 13,
  "grt_pass1_vias": 535,
  "fillers": 387,
  "dp_hpwl_um": 1100,
  "final.setup.tns_ns": 0,
  "synth-area-yosys_um2": 553,
  "first_iter_violations": 10,
  "post_cts_buffers": 0,
  "antenna_cells": 0,
  "flop_area_um2": 220,
  "setup_viol": 0,
  "rsz0062_at_grt": "no",
  "num_vias": 519,
  "yosys_cells": 60,
  "cts_resized": 0,
  "top_cell_area_share": 0.217,
  "worstSetupPathType": "in2reg",
  "ys_ff": 9,
  "clk_pin_slew_worst_paths_ns": 0.06,
  "synth_cells": 60
}
metrics by stage:
stage	cell area (um^2)	cells	setup slack, ns
4_1_cts	792	125	0.970
5_1_grt	792	125	0.847
3_3_place_gp	766	121	0.720
2_1_floorplan	553	60	1.38
6_report	792	125	0.950
3_5_place_dp	766	121	0.712
synth_stat cells (all sizes together):
library cell,n
o32ai,1
nor2b,1
o21ai,5
a31oi,1
nand3,1
nand4b,1
or4,1
inv,3
or4b,1
nand2b,2
a21oi,5
buf,1
a21o,1
and2,1
xnor2,1
edfxtp,4
nor3,2
a31o,1
o211ai,1
a2111oi,1
dfxtp,5
or3,1
nor2,7
nand4,1
nor4b,1
o31ai,5
nand2,5
state kept, by name, summed over array words and instances, names as in the netlist:
| register | count |
|---|---|
| en_s0 | 1 |
| en_s1 | 1 |
| en_s2 | 1 |
| en_s3 | 1 |
| s0 | 1 |
| s1 | 1 |
| s2 | 1 |
| s3 | 1 |
| zd | 1 |
layer usage:
layer | part of all wire | GRT usage
met1 | 0.49 | 0.0582
met2 | 0.36 | 0.0578
met3 | 0.14 | 0.0284
met4 | 0.0072 | 0.00528
met5 | 0 | 0
worst max-delay path, cell delays in order:
cell and delay (ns):
clkdlybuf4s50_1 0.64, o31ai_1 0.15, a2111oi_1 0.50, nand2_1 0.11
a21oi_1 0.18
cell type report:
type / count / share of cell area
multi-input cells: 47 / 0.400
well taps: 46 / 0.0727
inverters: 3 / 0.0142
flip-flops and latches: 9 / 0.278
clock buffers: 4 / 0.0332
repair buffers: 16 / 0.202
path summary, 6_finish.rpt:
| kind | cells after the start | slack, ns | start | end |
|---|---|---|---|---|
| worst min register to register | 2 | 0.52 | s3 | s3 |
| worst max-delay path | 5 | 0.95 | p1 | en_s0 |
| worst max register to register | 4 | 1.62 | s0 | en_s0 |
| worst min-delay path | 2 | 0.52 | s3 | s3 |
placed cells by master, fill, tap and decap left out, types with 2 or more instances in the layout:
cell type and count:
clkdlybuf4s50_1 16, nor2_1 7, nand2_1 5, dfxtp_1 5, o31ai_1 4, o21ai_0 4, edfxtp_1 4, inv_1 3
a21oi_1 3, clkbuf_4 3, a21oi_2 2, nor3_1 2
report_power, final:
group | leakage (uW) | total [uW] | switching [uW] | internal (uW)
combinational | 0.000158 | 55.4 | 25.1 | 30.2
sequential | 0.0000780 | 132 | 5.09 | 127
clock | 0.0000150 | 87.5 | 39.4 | 48.0
total | 0.000251 | 275 | 69.7 | 205
kinds of logic (layout without fill, tap and decap cells):
| kind of cell | after synthesis | in the layout | share of synthesized area |
|---|---|---|---|
| AOI/OAI and AO/OA | 21 | 21 | 0.285 |
| xor gates and xnor gates | 1 | 1 | 0.0158 |
| buffers and inverters | 4 | 23 | 0.0294 |
| DFF | 9 | 9 | 0.398 |
| and+or+nand+nor | 25 | 25 | 0.272 |
Power and IR drop assume default switching activity.
